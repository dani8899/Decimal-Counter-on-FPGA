$ cat flow/config.mk
export PLATFORM = sky130hd
export DESIGN_NAME = DisplayNumber
export DESIGN_NICKNAME = DisplayNumber
export VERILOG_FILES = /design/flow/design.v
export SDC_FILE = /design/flow/constraint.sdc
export NUM_CORES = 4
export LEC_CHECK = 1
export CORE_UTILIZATION = 40
$ cat flow/constraint.sdc
current_design DisplayNumber

set clk_period 3.2
set clk_io_pct 0.2

create_clock -name clk0 -period $clk_period [get_ports {clk}]

set non_clock_inputs [all_inputs -no_clocks]
set_input_delay [expr $clk_period * $clk_io_pct] -clock clk0 $non_clock_inputs
set_output_delay [expr $clk_period * $clk_io_pct] -clock clk0 [all_outputs]
$ cat flow/design.v
`timescale 1ns / 1ps
module DisplayNumber(
    input clk,
    output [7:0] DATA,
    output [2:0] CTL
    );
	reg reset, increment;
	reg [3:0] digit_one, digit_two, digit_three;
	reg [9:0] number;
	reg [23:0] counter;
	reg [23:0] counter_s;
	reg [1:0] sel;
	wire [1:0] select;
	wire [3:0] mux_to_main_dec;
	wire [7:0] data_out;
	wire [2:0] ctl_out;
	assign select = sel;
	initial 
	begin
		counter <= 24'd0;
		counter_s <= 24'd0;
		number <= 0;
		digit_one <= 0;
		digit_two <= 0;
		digit_three <= 0;
		reset <= 0;
		increment <= 1;
		sel <= 2'b00;
	end
	always @(posedge clk)
	begin
		counter <= counter + 1;
		counter_s <= counter_s + 1;
		if(counter >= 12000000)
		begin
			counter <= 0;
			number <= number + 1;
			if(reset)
			begin
				reset <= 0;
				increment <= 1;
				digit_one <= 0;
				digit_two <= 0;
				digit_three <= 0;
				number <= 0;
				sel <= 2'b00;
			end
			else if(increment)
			begin
				if(digit_one == 4'd9)
					digit_one <= 0;
				else
					digit_one <= digit_one + 1;
				if(digit_one == 4'd9)
				begin
					if(digit_two == 4'd9)
						digit_two <= 0;
					else
						digit_two <= digit_two + 1;
					if(digit_two == 4'd9)
					begin
						if(digit_three == 4'd9)
							digit_three <= 0;
						else
							digit_three <= digit_three + 1;
					end		 
				end
			end
		end
		if(counter_s == 10000)
		begin
			counter_s <= 24'd0;
			if(number > 9 && number < 100)
			begin
				sel[0] <= ~sel[0];
			end
			if(number > 99)
			begin
				sel <= sel >= 2'b10 ? 2'b00 : sel + 1;
			end
			if(number > 999)
				reset <= 1;
		end
	end
	mux3_1 selector(
		.a(digit_one),
		.b(digit_two),
		.c(digit_three),
		.sel(select),
		.out(mux_to_main_dec)
		);
	num_to_digit decoder(
		.clk(clk),
		.num(mux_to_main_dec),
		.digit(data_out)
		);
	small_decoder small_dec(
		.in(select),
		.c(ctl_out)
		);
	assign DATA = ~data_out;
	assign CTL = ~ctl_out;
endmodule
module num_to_digit(
	input clk,
	input [3:0] num,
	output reg [7:0] digit
	);
	always @ (posedge clk) begin
		case (num)
			4'b0000 : digit <= 8'b00111111;
			4'b0001 : digit <= 8'b00000110;
			4'b0010 : digit <= 8'b01011011;
			4'b0011 : digit <= 8'b01001111;
			4'b0100 : digit <= 8'b01100110;
			4'b0101 : digit <= 8'b01101101;
			4'b0110 : digit <= 8'b01111101;
			4'b0111 : digit <= 8'b00000111;
			4'b1000 : digit <= 8'b01111111;
			4'b1001 : digit <= 8'b01101111;
			default : digit <= 8'b00000000;
		endcase
	end
endmodule
module mux3_1(
	input wire [3:0] a,
	input wire [3:0] b,
	input wire [3:0] c,
	input [1:0] sel,
	output reg [3:0] out
	);
	always @ (*)
	begin
		case (sel)
			2'b00 : out <= a;
			2'b01 : out <= b;
			2'b10 : out <= c;
			2'b11 : out <= a;
		endcase
	end
endmodule
module small_decoder(
	input [1:0] in,
	output reg [2:0] c
	);
	always @ (in[0] or in[1])
	begin
		case (in)
			2'b00 : c <= 3'b100;
			2'b01 : c <= 3'b010;
			2'b10 : c <= 3'b001;
			default : c <= 3'b001;
		endcase
	end
endmodule
$ cat flow/run.sh
#!/bin/bash
# OpenROAD 26Q1-2900-gdf79404cd8, Yosys 0.63+post, stock flow scripts
make -C /OpenROAD-flow-scripts/flow DESIGN_CONFIG=/design/flow/config.mk WORK_HOME=/design/flow/orfs finish
==> run_results.csv <==
group,metric,value,unit
clocking,tritoncts,"done",
cells_and_area,area_growth,10.2,%
placement,port_buffers,10,
synth,synthesis.area,3990,µm²
placement,routabilityCongestion,0.793,
setup_path,worst_ep_arrival_time,1790,ps
floorplanning,core_area,9730,µm²
setup_path,worst-endpoint-required,2560,ps
drt,drt_first_iter_violations,87,
drt,via_density_per_instance,4.74,
setup_path,worstPathMaxFanout,8,
run_status,status,"completed",
worst_hold_path,hp-start,"counter[0]",
placement,post_placement_worst_setup_slack,1030,ps
setup_path,r2r_start,"counter_s[0]",
sta,slew_headroom,0.514,
setup_path,slowest_stage,"clkdlybuf4s50_1",
synth,number_of_cell_instances_after_yosys_synthesis,417,
flow_run,max_cap_viol_count,0,
pwr,sw_ratio,0.226,
drt,met3WireLength,180,µm
drt,detail_route.drc_violations,0,
drt,wl_per_cell,11.1,µm
synth,yosysUniqueCellTypes,49,
setup_path,reg2reg_slack,1030,ps
clocking,clk_latency,350,ps
sta,finalHoldViolations,0,
sta,finalSetupViolations,0,
synth,synth-area-yosys,3990,µm²
flow_run,warning_count,42,
pwr,seqPwrFrac,0.605,
drt,drt_wl_total,6290,µm
sta,grt_setup_unrepaired,"no",
synth,synth.avg_cell_area,9.57,µm²
floorplanning,initCoreUtil,0.410,
grt,grt_first_pass_wirelength,11100,µm
sta,period_needed,2430,ps
clocking,cts_repair_resizes,0,
sta,setup-tns-final,0,ps
setup_path,rr_worst_depth,6,
synth,synth-edff-count,22,
drt,detailedRoute.firstPassIterationCount,4,
drt,detail_route_antenna_nets,0,
floorplanning,die-width,102,µm
sta,max_freq,0.411,GHz
grt,grt_overall_usage,0.136,
grt,grt_start_max_net_pins,24,
grt,grt_antenna_before_repair,0,
sta,timing.final.ws_setup,767,ps
drt,wirelength_met1,3270,µm
clocking,cts_hold_buf,0,
floorplanning,area_enclosed_by_the_die_boundary,10400,µm²
setup_path,crit-reg2reg-capture,"sel[1]",
floorplanning,placement_rows,36,
pwr,cellLeakagePower,1.65,nW
clocking,path_clk_slew,90,ps
synth,synth-seq-cells,80,
setup_path,critPathCaptureType,"output port",
worst_hold_path,min-delay-path-class,"reg -> reg",
synth,synth-warning-count,4,
clocking,cts_num_sinks,80,
drt,insertedDiodeCount,0,
grt,grt.overflow.total,0,
cells_and_area,mostFrequentLayoutCells,"58 x nor2_1, 58 x dfxtp_1, 32 x inv_1, 32 x nand2_1, 30 x xnor2_1",
cells_and_area,multi_input_comb_area,2010,µm²
drt,top_metal_layer_carrying_routed_signals,"met4",
drt,dr_total_vias,2696,
placement,place_area,4230,µm²
setup_path,path_cells,"inv_1 -> ha_1 -> or2_2 -> clkdlybuf4s50_1",
placement,detailed_place_hpwl,4390,µm
clocking,cts_buffers,9,
floorplanning,die.size.y,102,µm
drt,route.met2.wl,2740,µm
pwr,cellPowerDensity,388,nW/µm²
sta,min_period_over_period,0.760,
setup_path,cp-endpoint,"CTL[0]",
grt,via_count_of_the_first_global_routing_pass,2467,
cells_and_area,drive_gt1_frac,0.0872,
clocking,cts_max_level,3,
clocking,clock_tree.root_cell,"clkbuf_8",
clocking,clockBufferDepth,2,
synth,ys.flop_type,"dfxtp_1",
floorplanning,num_io_pins,12,
pwr,p_switching,0.385,mW
synth,asyncSetResetFlopFracSynth,0,
pwr,combPwrFrac,0,
setup_path,max_stage_delay,410,ps
cells_and_area,design_area_final,4400,µm²
setup_path,critical_path.startpoint,"sel[1]",
synth,yosys.stat.seqShare,0.456,
pwr,vdd.ir_drop.worst,0.000234,V
sta,timing_worst_slew_pin_value,724,ps
sta,drv_slew,0,
cells_and_area,n_fill_cell,909,
cells_and_area,flop_area,1820,µm²
clocking,number_of_buffers_inserted_to_repair_setup_after_cts,0,
setup_path,worst-setup-path-type,"reg -> out",
worst_hold_path,timing.hold.worst_path_depth,1,
pwr,p_int,1.32,mW
synth,synthCells,417,
sta,final.setup_skew,8.64,ps
setup_path,start_kind,"register",
pwr,pwr-share-clk,0.395,
==> state kept, by name, indices dropped and copies added, names as in the netlist, 2 cells and up <==
register	flops
counter_s	24
digit_three	4
digit_one	4
counter	24
decoder.digit	7
number	10
digit_two	4
sel	2
==> worst max-delay path: cells and delay by family, from the launching register on <==
family,cells,cell delay [ps]
buf+inv,2,510
flops,1,350
fa+ha+maj,1,290
simple gates,1,300
==> layer usage <==
metal / vias up / track usage
met5: - / 0
met4: 0 / 0.0165
met3: 9 / 0.0306
met2: 20 / 0.204
met1: 1231 / 0.215
li1: 1436 / -
==> worst min-delay path by stage <==
stage / to / slack, ps
4_1_cts: counter[0] / 480
5_1_grt: counter_s[0] / 490
6_report: counter[0] / 470
==> final cells by class <==
class,instances,area share
inverter,32,0.0273
multi-input combinational,297,0.457
tap,133,0.0378
clock buffer,9,0.0281
sequential,80,0.414
clock inverter,7,0.0119
timing repair buffer,11,0.0244
==> power groups by stage <==
stage | logic (mW) | registers (mW) | clock network, mW
final | 0.0000210 | 1.03 | 0.675
after global routing | 0.0000726 | 1.03 | 0.744
after CTS | 0.0000342 | 1.03 | 0.710
==> logic make-up after synthesis <==
logic type	after synthesis	synth area share
buffers and inverters	40	0.0432
xor gates and xnor gates	50	0.110
and+or+nand+nor	173	0.235
adders and majority gates	24	0.0752
DFF	80	0.456
AOI/OAI and AO/OA	46	0.0711
muxes	3	0.00815
other	1	0.000939
==> metrics by stage <==
stage,utilization,power (mW),cells,hold WS [ps]
floorplan,-,1.06,417,430
global placement,0.434,1.06,553,450
detailed placement,0.434,1.06,553,454
CTS,0.452,1.74,569,477
global route,0.452,1.78,569,487
finish,0.452,1.71,569,471
==> cell usage after synthesis, types with 4 or more instances <==
cell type | count | area [µm²]
dfxtp_1 | 58 | 1160
nor2_1 | 58 | 218
inv_1 | 32 | 120
nand2_1 | 32 | 120
xnor2_1 | 30 | 263
ha_1 | 24 | 300
edfxtp_1 | 22 | 661
xor2_1 | 20 | 175
nand3_1 | 18 | 90.1
o21ai_0 | 15 | 75.1
and3_1 | 11 | 68.8
a21oi_1 | 8 | 40.0
nor3_1 | 8 | 40.0
nand4_1 | 5 | 31.3
nor3_2 | 5 | 50.1
or3_1 | 5 | 31.3
and4_1 | 4 | 35.0
nand2b_1 | 4 | 25.0
nand3_2 | 4 | 40.0
o22ai_1 | 4 | 25.0
Power is estimated from default activity; no workload was simulated.
